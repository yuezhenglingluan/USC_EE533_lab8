==> ./design.v <==
`timescale 1ns / 1ps
module M_WB_Reg
(
    input clk,
    input rst,
    input NOOP_M,
    input ADDI_M,
    input MOVI_M,
    input LW_M,
    input SW_M,
    input SUBI_M,
    input WRE_M,
    input [63:0] D_out_M,
    input [63:0] rs_data_M,
    input [63:0] rt_data_M,
    input [63:0] ALU_result_M,
    input [63:0] Offset_M,
    input [4:0] rt_M,
    output reg NOOP_WB,
    output reg ADDI_WB,
    output reg MOVI_WB,
    output reg LW_WB,
    output reg SW_WB,
    output reg SUBI_WB,
    output reg WRE_WB,
    output [63:0] D_out_WB,
    output reg [63:0] rs_data_WB,
    output reg [63:0] rt_data_WB,
    output reg [63:0] ALU_result_WB,
    output reg [63:0] Offset_WB,
    output reg [2:0] rt_WB
);
    assign D_out_WB = D_out_M;
    always @(posedge clk) begin
        if (rst) begin
            NOOP_WB <= 0;
            ADDI_WB <= 0;
            MOVI_WB <= 0;
            LW_WB <= 0;
            SW_WB <= 0;
            SUBI_WB <= 0;
            WRE_WB <= 0;
            rs_data_WB <= 0;
            rt_data_WB <= 0;
            ALU_result_WB <= 0;
            Offset_WB <= 0;
            rt_WB <= 0;
        end
        else begin
            NOOP_WB <= NOOP_M;
            ADDI_WB <= ADDI_M;
            MOVI_WB <= MOVI_M;
            LW_WB <= LW_M;
            SW_WB <= SW_M;
            SUBI_WB <= SUBI_M;
            WRE_WB <= WRE_M;
            rs_data_WB <= rs_data_M;
            rt_data_WB <= rt_data_M;
            ALU_result_WB <= ALU_result_M;
            Offset_WB <= Offset_M;
            rt_WB <= rt_M[2:0];
        end
    end
endmodule
==> ./run.sh <==
#!/bin/bash
# OpenROAD 26Q1-2900-gdf79404cd8, Yosys 0.63+post, stock flow scripts
make -C /OpenROAD-flow-scripts/flow DESIGN_CONFIG=/design/flow/config.mk WORK_HOME=/design/flow/orfs finish
==> ./config.mk <==
export PLATFORM = sky130hd
export DESIGN_NAME = M_WB_Reg
export DESIGN_NICKNAME = M_WB_Reg
export VERILOG_FILES = /design/flow/design.v
export SDC_FILE = /design/flow/constraint.sdc
export NUM_CORES = 4
export LEC_CHECK = 1
export CORE_AREA = 10 10 275 275
export DIE_AREA = 0 0 285 285
==> ./constraint.sdc <==
current_design M_WB_Reg

set clk_period 1.0
set clk_io_pct 0.2

create_clock -name clk0 -period $clk_period [get_ports {clk}]

set non_clock_inputs [all_inputs -no_clocks]
set_input_delay [expr $clk_period * $clk_io_pct] -clock clk0 $non_clock_inputs
set_output_delay [expr $clk_period * $clk_io_pct] -clock clk0 [all_outputs]
==> reports/metrics.yaml <==
worst_hold_path_type: "in2reg"
fin_crit_ns: 1.30
grt_use_total: 0.0853
setup_tns_ns: -51.80
ys_ff: 266
rsz0062_at_grt: "yes"
cp_data_required_time_ns: 0.80
tool_warnings: 29
dieWidth_um: 285
setup_viol: 266
htree_levels: 1
critical_path_peak_fanout: 1
tritoncts: "built"
ios: 664
yosys_warnings: 1
grt_pass1_wl_um: 49900
clockBufferDepth: 3
rows: 97
maxSlewViolCount: 0
min_path_cells: 2
dp_hpwl_um: 29600
cts_root_buf: "clkbuf_16"
arrival_ns: 1.10
dr.pass1.iters: 3
postLayoutSetupSlackWorst_ns: -0.298
relSlewSlack: 0.822
slowest_delay_ns: 0.39
routedWlPerCell_um: 17.0
startpoint_type: "flop"
grt_max_degree: 59
worst_pin_slew_ns: 0.268
crit_path_end_kind: "output port"
portBuffers: 533
critPathTopFamily: "flip-flops"
die_y_um: 285
vias: 6077
syn_to_final_growth_pct: 84.8
yosys_area_um2: 7610
min-delay-start: "LW_M"
min_to: "LW_WB"
crit_chain: "buf_6"
drv_cap: 0
outcome: "finished, violations left"
violations: "setup timing"
grt_pass1_vias: 6645
finalHoldViolations: 0
whs_ns: 0.154
syn_inst: 625
slowest_stage: "dfxtp_4"
synth_cell_types: 5
ir_drop_v: 0.00121
drc: 0
antenna_found_initial: 18
cts_made_buffers: 31
ys_seq_share: 0.700
finalInstanceArea_um2: 14100
place_congestion: 0.922
grt_overflow: 0
postRouteAntennaNets: 0
ys_cells: 625
crit_path_start: "rt_data_WB[45]"
critPathKind: "reg2out"
post_cts_buffers: 0
p_per_area_nw_per_um2: 1790
routed_wirelength_um: 35900
design.core.area_um2: 69800
clock_sinks: 266
viasPerCell: 2.88
drtIter0Drc: 85
syn_area_per_cell_um2: 12.2
post_dp_cell_area_um2: 14000
clk_transition_reported_paths_ns: 0.06
syn_area_um2: 7610
drive_above_1_share: 0.398
dieArea_um2: 81200
cp.buffers_inverters: 1
initCoreUtil: 0.109
fin_crit_sh: 1.30
p_leak_nw: 5.98
n_fill_cell: 7587
max_freq_ghz: 0.771
==> report_power, final <==
group	leakage, nW	switching, mW	internal, mW
registers	2.25	0.189	11.2
clock network	0.502	4.66	6.75
logic	3.23	0.683	1.76
==> registers in the layout, indices dropped and copies added, names as in the netlist <==
register       flops
Offset_WB         64
rt_data_WB        64
ALU_result_WB     64
SUBI_WB            1
NOOP_WB            1
LW_WB              1
WRE_WB             1
rt_WB              3
ADDI_WB            1
rs_data_WB        64
SW_WB              1
MOVI_WB            1
==> layout by cell type (no fill, tap or decap), drive strengths merged <==
| cell | count |
|---|---|
| buf | 315 |
| nor2b | 266 |
| clkdlybuf4s50 | 266 |
| dfxtp | 266 |
| clkbuf | 40 |
| clkinv | 6 |
| inv | 4 |
| bufinv | 3 |
| diode | 2 |
| clkinvlp | 2 |
| dlygate4sd3 | 1 |
==> layout make-up <==
class,count,area (µm²),share of cell area
sequential,266,5480,0.390
clock inverter,15,173,0.0123
timing repair buffer,582,4710,0.335
antenna,2,5.00,0.000356
tap,940,1180,0.0836
clock buffer,40,850,0.0604
multi-input combinational,266,1660,0.118
==> Yosys cell counts <==
cell type / n / share of area
dfxtp_1: 266 / 0.70
buf_2: 26 / 0.017
buf_4: 64 / 0.063
nor2b_1: 266 / 0.22
clkbuf_1: 3 / 0.0015
==> how the worst max path moves through the flow <==
stage | endpoint | slack [ns] | depth (start not counted)
after CTS | rt_data_WB[5] | -0.39 | 1
after global routing | rt_data_WB[5] | -0.36 | 1
final | rt_data_WB[45] | -0.30 | 1
==> metal layers <==
metal / track usage / vias up / routed length, µm
met1: 0.0904 / 2643 / 12700
met4: 0.0255 / 28 / 1320
met3: 0.0597 / 100 / 5850
li1: - / 2860 / -
met2: 0.134 / 446 / 15800
met5: 0 / - / 175
==> metrics by stage <==
stage	utilization	setup WS, ns	std cells	total power [mW]
3_5_place_dp	0.200	-0.381	2053	14.6
4_1_cts	0.199	-0.392	2109	25.9
3_3_place_gp	0.200	-0.398	2053	14.6
5_1_grt	0.202	-0.363	2110	26.5
6_report	0.202	-0.298	2111	25.2
2_1_floorplan	-	0.201	625	12.0
==> repair_timing <==
action,4_1_cts,5_1_grt
pin swaps,0,0
setup endpoints to repair,266,269
hold endpoints to repair,1,0
hold buffers,1,0
gates resized,989,49
==> kinds of logic (layout without fill, tap and decap cells) <==
| kind of cell | count (synthesis) | count (layout) | share of synthesized area |
|---|---|---|---|
| flip-flops | 266 | 266 | 0.700 |
| AND/OR/NAND/NOR | 266 | 266 | 0.219 |
| buffers and inverters | 93 | 637 | 0.0817 |
| other | 0 | 2 | 0 |
Power figures rest on the tool's default switching activity, not on a simulated workload.
