==> design/flow/design.v <==
`timescale 1ns / 1ps
module EX_M_Reg
(
    input clk,
    input rst,
    input NOOP_EX,
    input ADDI_EX,
    input MOVI_EX,
    input LW_EX,
    input SW_EX,
    input SUBI_EX,
    input WME_EX,
    input WRE_EX,
    input [63:0] ALU_result_EX,
    input [63:0] rs_data_EX,
    input [63:0] rt_data_EX,
    input [4:0] rt_EX,
    input [63:0] Offset_EX,
    output reg NOOP_M,
    output reg ADDI_M,
    output reg MOVI_M,
    output reg LW_M,
    output reg SW_M,
    output reg SUBI_M,
    output reg WME_M,
    output reg WRE_M,
    output reg [63:0] ALU_result_M,
    output reg [63:0] rs_data_M,
    output reg [63:0] rt_data_M,
    output reg [4:0] rt_M,
    output reg [63:0] Offset_M
);
    always @(posedge clk) begin
        if (rst) begin
            NOOP_M <= 0;
            ADDI_M <= 0;
            MOVI_M <= 0;
            LW_M <= 0;
            SW_M <= 0;
            SUBI_M <= 0;
            WME_M <= 0;
            WRE_M <= 0;
            ALU_result_M <= 0;
            rs_data_M <= 0;
            rt_data_M <= 0;
            rt_M <= 0;
            Offset_M <= 0;
        end
        else begin
            NOOP_M <= NOOP_EX;
            ADDI_M <= ADDI_EX;
            MOVI_M <= MOVI_EX;
            LW_M <= LW_EX;
            SW_M <= SW_EX;
            SUBI_M <= SUBI_EX;
            WME_M <= WME_EX;
            WRE_M <= WRE_EX;
            ALU_result_M <= ALU_result_EX;
            rs_data_M <= rs_data_EX;
            rt_data_M <= rt_data_EX;
            rt_M <= rt_EX;
            Offset_M <= Offset_EX;
        end
    end
endmodule
==> design/flow/run.sh <==
#!/bin/bash
# OpenROAD 26Q1-2900-gdf79404cd8, Yosys 0.63+post, stock flow scripts
make -C /OpenROAD-flow-scripts/flow DESIGN_CONFIG=/design/flow/config.mk WORK_HOME=/design/flow/orfs finish
==> design/flow/config.mk <==
export PLATFORM = sky130hd
export DESIGN_NAME = EX_M_Reg
export DESIGN_NICKNAME = EX_M_Reg
export VERILOG_FILES = /design/flow/design.v
export SDC_FILE = /design/flow/constraint.sdc
export NUM_CORES = 4
export LEC_CHECK = 1
export CORE_AREA = 10 10 276 276
export DIE_AREA = 0 0 286 286
==> design/flow/constraint.sdc <==
current_design EX_M_Reg

set clk_period 1.0
set clk_io_pct 0.2

create_clock -name clk0 -period $clk_period [get_ports {clk}]

set non_clock_inputs [all_inputs -no_clocks]
set_input_delay [expr $clk_period * $clk_io_pct] -clock clk0 $non_clock_inputs
set_output_delay [expr $clk_period * $clk_io_pct] -clock clk0 [all_outputs]
==> reports/metrics.cfg <==
[layout]
syn_to_final_growth_pct=84.5
drive_above_1_share=0.522
fillCellCount=7563
stdcell_count=2121
design_area_sq_um=14700
layout_top_cell=clkdlybuf4s50_1
lay_top_cells=269 x clkdlybuf4s50_1, 248 x buf_2, 201 x dfxtp_1

[yosys]
yosys-stat-cells=568
synth_area_per_cell_sq_um=14.1
syn-cell-area_sq_um=7980
ys_chip_area_sq_um=7980
synth_seq_share=0.675
ys_types=8
synthCells=568
ys_warn_count=1
ys_seq_elements=269

[flow_run]
cap_violations=0
warnings=27

[power_and_ir_drop]
ir_drop_uv=1260
power.leakage_nw=6.32
power.total_mw=26.1
power_density_nw_per_um2=1770

[clock_network]
clockBufferDepth=3
post_cts_buffers=0
cts_max_level=1
cts.sinks=269
cts_buffers=31
root_buffer=clkbuf_16
path_clk_slew_ps=60
cts_tree=done

[worst_setup_path]
max_stage_delay_ps=400
cp_data_required_time_ps=800
cp_max_fo=1
critPathCaptureType=output port
cp-start-kind=register
path_buffers=1
worstPathArrival_ps=1080
cpLargestDelayFamily=flip-flops
crit_slowest_cell=dfxtp_4
path_class=reg -> out
crit_chain=buf_6

[die]
core_sq_um=70100
num_rows=97
fp-utilization=0.114
pin_count=540
dieArea_sq_um=81800
die_w_um=286
die_h_um=286

[status]
run_status=finished with violations
violations=negative setup slack

[timing]
max_slew_margin=0.830
finalCriticalPeriod_ps=1280
finalCritPeriodShare=1.28
rsz0062_at_grt=yes
fmaxAchievable_ghz=0.783
finalWorstSetupSlack_ps=-277
drv_slew=0
setup_viol=271
worstMarginPinSlew_ps=256
hold_violations=0

[placement]
dp.cells=2061
gp_congestion=0.866
port_buffers=539
hpwl_mm=25.1
place_ws_ps=-330
placed_area_sq_um=14600

[drt]
wl_mm=32.0
drc_errors=0
drt_iter0_drc=112
vias=5970
via_per_inst=2.81
firstDrtPassIters=4
antenna_left=0
wire_per_inst_um=15.1

[grt]
grt_start_max_net_pins=31
grt_antenna_before_repair=0
grt_pass1_vias=6565
track_usage=0.0733
grt_pass1_wl_mm=45.0
grt-ovfl-total=0

[worst_hold_path]
hold_class=in -> reg

==> per-layer routing <==
metal	vias to the layer above	GRT usage	wire length [um]
met1	2684	0.0799	11700
li1	2893	-	-
met2	354	0.124	15200
met4	0	0.0201	998
met3	39	0.0373	4090
met5	-	0	0
==> area by class of cell <==
class / count / area [sq um] / area share
clock buffer: 46 / 932 / 0.0633
tap: 940 / 1180 / 0.0799
antenna: 1 / 2.50 / 0.000170
timing repair buffer: 586 / 4720 / 0.321
clock inverter: 10 / 159 / 0.0108
sequential: 269 / 5500 / 0.373
multi-input combinational: 269 / 2240 / 0.152
==> through the flow <==
| stage | util | hold WS (ps) | TNS [ps] |
|---|---|---|---|
| after floorplan | - | 328 | 0 |
| after global placement | 0.208 | 624 | -3300 |
| after detailed placement | 0.208 | 621 | -3250 |
| after CTS | 0.207 | 111 | -66130 |
| after global routing | 0.210 | 139 | -65320 |
| final | 0.210 | 175 | -47510 |
==> Yosys cell counts <==
library cell,instances,share of area
buf_8,8,0.015
nor2b_1,89,0.070
buf_6,14,0.020
nor2b_2,160,0.18
buf_12,3,0.0075
dfxtp_1,269,0.67
buf_2,5,0.0031
nor2b_4,20,0.034
==> power by group <==
| group | total [mW] | switching, mW | internal, mW |
|---|---|---|---|
| Clock | 12.0 | 4.54 | 7.41 |
| Sequential | 11.5 | 0.174 | 11.3 |
| Combinational | 2.66 | 0.752 | 1.91 |
==> registers in the layout, summed over array words and instances (netlist names), 5 cells and up <==
signal,cells
ALU_result_M,64
Offset_M,64
rs_data_M,64
rt_M,5
rt_data_M,64
==> cells by family after synthesis <==
family	Yosys count	synth area share
buffers and inverters	30	0.0455
DFF	269	0.675
and+or+nand+nor	269	0.280
==> final timing paths <==
kind,cells after the start,start,to
min,2,Offset_EX[27],Offset_M[27]$_SDFF_PP0_
max,1,Offset_M[54]$_SDFF_PP0_,Offset_M[54]
==> repair_timing <==
item	in CTS	in global routing
gates resized	962	37
endpoints found under the hold margin	8	0
hold buffers	1	0
setup endpoints to repair	269	329
cloned	0	2
No activity file was given, so power comes from the tool's default toggle rates.
